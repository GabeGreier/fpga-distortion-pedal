==> flow/design.v <==
module wm8731_config(
    input  wire clock,         
    input  wire reset,         
    output reg  I2C_SCLK,
    inout       I2C_SDAT
);
    localparam [6:0] DEVICE_ADDR = 7'h1A;   
    localparam [7:0] ADDR_W      = {DEVICE_ADDR, 1'b0};  
    localparam integer DIV = 250;
    reg [15:0] div_cnt;
    wire tick = (div_cnt == (DIV-1));
    reg sda_drive_low;                
    assign I2C_SDAT = sda_drive_low ? 1'b0 : 1'bz;
    wire sda_in = I2C_SDAT;
    localparam integer NREG = 11;
    reg [15:0] rom [0:NREG-1];
    initial begin
        rom[0]  = {7'h0F, 9'h000};    
        rom[1]  = {7'h06, 9'h000};
        rom[2]  = {7'h00, 9'h010};    
        rom[3]  = {7'h01, 9'h010};    
        rom[4]  = {7'h02, 9'h079};    
        rom[5]  = {7'h03, 9'h079};    
        rom[6]  = {7'h04, 9'h012};
        rom[7]  = {7'h05, 9'h000};
        rom[8]  = {7'h07, 9'h042};
        rom[9]  = {7'h08, 9'h000};
        rom[10] = {7'h09, 9'h001};
    end
    localparam [3:0]
        ST_IDLE      = 4'd0,
        ST_START_A   = 4'd1,
        ST_START_B   = 4'd2,
        ST_LOAD_BYTE = 4'd3,
        ST_BIT_LOW   = 4'd4,
        ST_BIT_HIGH  = 4'd5,
        ST_ACK_LOW   = 4'd6,
        ST_ACK_HIGH  = 4'd7,
        ST_STOP_A    = 4'd8,
        ST_STOP_B    = 4'd9,
        ST_NEXT      = 4'd10,
        ST_DONE      = 4'd11;
    reg [3:0] state;
    reg [3:0] reg_idx;
    reg [1:0] byte_idx;       
    reg [7:0] tx_byte;
    reg [2:0] bit_idx;        
    reg nack_seen;            
    reg [19:0] startup_cnt;
    wire startup_done = (startup_cnt == 20'd1_000_000);  
    always @(posedge clock or posedge reset) begin
        if (reset) div_cnt <= 16'd0;
        else if (tick)     div_cnt <= 16'd0;
        else               div_cnt <= div_cnt + 16'd1;
    end
    always @(posedge clock or posedge reset) begin
        if (reset) begin
            I2C_SCLK       <= 1'b1;
            sda_drive_low  <= 1'b0;
            state          <= ST_IDLE;
            reg_idx        <= 4'd0;
            byte_idx       <= 2'd0;
            bit_idx        <= 3'd7;
            tx_byte        <= 8'h00;
            nack_seen      <= 1'b0;
            startup_cnt    <= 20'd0;
        end else begin
            if (!startup_done)
                startup_cnt <= startup_cnt + 20'd1;
            if (tick) begin
                case (state)
                    ST_IDLE: begin
                        I2C_SCLK      <= 1'b1;
                        sda_drive_low <= 1'b0;
                        if (startup_done) begin
                            reg_idx  <= 4'd0;
                            byte_idx <= 2'd0;
                            state    <= ST_START_A;
                        end
                    end
                    ST_START_A: begin
                        I2C_SCLK      <= 1'b1;
                        sda_drive_low <= 1'b0;    
                        state         <= ST_START_B;
                    end
                    ST_START_B: begin
                        I2C_SCLK      <= 1'b1;
                        sda_drive_low <= 1'b1;    
                        byte_idx      <= 2'd0;
                        nack_seen     <= 1'b0;
                        state         <= ST_LOAD_BYTE;
                    end
                    ST_LOAD_BYTE: begin
                        I2C_SCLK <= 1'b0;  
                        if (byte_idx == 2'd0) begin
                            tx_byte <= ADDR_W;
                        end else if (byte_idx == 2'd1) begin
                            tx_byte <= {rom[reg_idx][15:9], rom[reg_idx][8]};
                        end else begin
                            tx_byte <= rom[reg_idx][7:0];
                        end
                        bit_idx <= 3'd7;
                        state   <= ST_BIT_LOW;
                    end
                    ST_BIT_LOW: begin
                        I2C_SCLK <= 1'b0;
                        if (tx_byte[bit_idx] == 1'b0)
                            sda_drive_low <= 1'b1;
                        else
                            sda_drive_low <= 1'b0;
                        state <= ST_BIT_HIGH;
                    end
                    ST_BIT_HIGH: begin
                        I2C_SCLK <= 1'b1;
                        if (bit_idx == 0)
                            state <= ST_ACK_LOW;
                        else begin
                            bit_idx <= bit_idx - 3'd1;
                            state   <= ST_BIT_LOW;
                        end
                    end
                    ST_ACK_LOW: begin
                        I2C_SCLK      <= 1'b0;
                        sda_drive_low <= 1'b0;  
                        state         <= ST_ACK_HIGH;
                    end
                    ST_ACK_HIGH: begin
                        I2C_SCLK <= 1'b1;
                        if (sda_in == 1'b1) begin
                            nack_seen <= 1'b1;
                            state     <= ST_STOP_A;
                        end else if (byte_idx == 2'd2) begin
                            state <= ST_STOP_A;
                        end else begin
                            byte_idx <= byte_idx + 2'd1;
                            state    <= ST_LOAD_BYTE;
                        end
                    end
                    ST_STOP_A: begin
                        I2C_SCLK      <= 1'b0;
                        sda_drive_low <= 1'b1;  
                        state         <= ST_STOP_B;
                    end
                    ST_STOP_B: begin
                        I2C_SCLK      <= 1'b1;
                        sda_drive_low <= 1'b0;  
                        state         <= ST_NEXT;
                    end
                    ST_NEXT: begin
                        if (nack_seen) begin
                            byte_idx <= 2'd0;
                            state    <= ST_START_A;
                        end else if (reg_idx == (NREG-1)) begin
                            state <= ST_DONE;
                        end else begin
                            reg_idx  <= reg_idx + 4'd1;
                            byte_idx <= 2'd0;
                            state    <= ST_START_A;
                        end
                    end
                    ST_DONE: begin
                        I2C_SCLK      <= 1'b1;
                        sda_drive_low <= 1'b0;
                        state         <= ST_DONE;
                    end
                    default: state <= ST_IDLE;
                endcase
            end
        end
    end
endmodule
==> flow/run.sh <==
#!/bin/bash
# OpenROAD 26Q1-2900-gdf79404cd8, Yosys 0.63+post, stock flow scripts
make -C /OpenROAD-flow-scripts/flow DESIGN_CONFIG=/design/flow/config.mk WORK_HOME=/design/flow/orfs finish
==> flow/config.mk <==
export PLATFORM = sky130hd
export DESIGN_NAME = wm8731_config
export DESIGN_NICKNAME = wm8731_config
export VERILOG_FILES = /design/flow/design.v
export SDC_FILE = /design/flow/constraint.sdc
export NUM_CORES = 4
export LEC_CHECK = 1
export CORE_UTILIZATION = 40
==> flow/constraint.sdc <==
current_design wm8731_config

set clk_period 5.3
set clk_io_pct 0.2

create_clock -name clk0 -period $clk_period [get_ports {clock}]

set non_clock_inputs [all_inputs -no_clocks]
set_input_delay [expr $clk_period * $clk_io_pct] -clock clk0 $non_clock_inputs
set_output_delay [expr $clk_period * $clk_io_pct] -clock clk0 [all_outputs]
==> deck_impl_summary.md <==
Flow Results at a Glance

Logic synthesis
  • Dominant cell area share: 0.4733
  • Flip-flops with a built-in enable: 0
  • #FFs+latches synth: 59
  • Top FF cell, synth: dfrtp_1
  • Post-Syn Area per Cell: 10.42 um^2
  • Synth area leader: dfrtp_1
  • Yosys cell types: 46
  • Top cells, area: dfrtp_1, xnor2_1, dfstp_2
  • Yosys Chip Area: 0.002855 mm^2
  • Number of standard cells reported by yosys: 274
  • Synth Instances: 274
  • Synth Seq Share: 0.5193
  • Ys async rst share: 1.000
  • Yosys warns: 2
  • Cell Area, Synth: 0.002855 mm^2

Worst setup path
  • FF-to-FF Start: startup_cnt[0]
  • Worst Path Required: 4240 ps
  • WS Path Type: reg -> out
  • Delay-heaviest family, CP: flip-flops
  • Startpoint types: flop
  • CP startpoint: I2C_SCLK
  • Register-to-register setup slack: 3040 ps
  • WP depth: 1
  • Crit end category: output pin
  • CP max stage cell: dfstp_2
  • Critical path peak fanout: 2
  • Worst r2r path cells: 7
  • Critical path endpoint: I2C_SCLK
  • Crit path buffers/inverters: 1
  • Crit path DAT: 1310 ps
  • R2R Path End: byte_idx[1]
  • Delay of the slowest critical-path stage: 530 ps
  • Critical Path, Cell by Cell: clkdlybuf4s50_1

Clock network
  • Worst-Skew Late Latency: 330 ps
  • Clock sinks: 59
  • CTS H-tree lvls: 3
  • TritonCTS clock tree: done
  • Total CTS buffers: 9
  • Clk root buf: clkbuf_8
  • Setup Fix Bufs, Post-CTS: 0
  • Clk buf depth: 2
  • Post-cts resize count: 0
  • Hold_buf cts: 0
  • Worst-path clk slew: 70 ps

Final timing
  • Setup ws final: 2931 ps
  • Minimum clock period after layout: 2369 ps
  • Fmax: 422.1 MHz
  • Slew margin rel.: 0.5094
  • Endpoints failing hold: 0
  • Worst slew pin tran: 735.9 ps
  • Final setup vio count: 0
  • RSZ-0062 raised after global routing: no
  • Final TNS setup: 0 ps
  • Final hold slack: 468.7 ps
  • Fin crit share: 0.4470
  • Skew final: 9.323 ps
  • Max Transition Viols Final: 0

Drt
  • Drt wl/cell: 12.11 um
  • Post-route ant nets: 0
  • Drt initial violations: 136
  • Max layer used: met4
  • M1 WL: 2.518 mm
  • Diode count: 0
  • Via Count: 1885
  • Met3 WL post-DR: 133 um
  • Met2 wire len: 1.895 mm
  • Drt pass-1 iters: 4
  • Vias per std cell: 4.922
  • DRC Markers: 0
  • Post-Route WL: 4.638 mm

Layout
  • Synth-to-layout area growth: 9.684%
  • Layout cell share with drive strength beyond 1: 0.1150
  • Non-Filler Instances: 383
  • Fillers: 653

Power and ir drop
  • P_int: 0.6169 mW
  • Leak: 1.404 nW
  • Sw Ratio: 0.2274
  • Switching pwr: 0.1816 mW
  • Combinational power share: 0.012
  • Clock power share: 0.424
  • Worst IR Drop VDD: 107.3 uV
  • Total power: 0.7985 mW
  • P per Cell Area: 255.0 mW/mm^2
  • Flop pwr share: 0.564

Run
  • Count of tool warnings: 29
  • Max_cap viols: 0

Placement
  • HPWL Detailed: 3.018 mm
  • IO Port Bufs: 2
  • DP Worst Slack: 3070 ps
  • Placed instance count: 367
  • Final GP Congestion: 0.7881

Global routing
  • GRT overflow: 0
  • Vias in the first global route: 1813
  • Largest net degree at the start of global routing: 60
  • Initial antenna violation count: 0
  • First-pass GRT wire length: 8.445 mm
  • Gr usage total: 0.1453

Die
  • Total core area: 0.006832 mm^2
  • Total Die Area: 0.007480 mm^2
  • Row Count: 30
  • I/O Pins: 4
  • Fp util: 0.4179
  • Die Span Y: 86.49 um
  • Die Width: 86.49 um

Run status
  • Status: complete, no violations

Worst hold path
  • Min-delay worst type: reg -> reg
## cell type report
cell class	count	area, um^2	area share
Inverter	12	45.04	0.01438
Tap cell	96	120.1	0.03835
Clock buffer	10	127.6	0.04075
Multi-Input combinational cell	196	1289	0.4115
Sequential cell	59	1483	0.4734
Timing Repair Buffer	4	35.03	0.01119
Clock inverter	6	32.53	0.01039
## cells in the final DEF (no fill, tap or decap), drive strengths merged, types with 7 or more instances in the layout
cell    netlist  final
nand4         7      7
dfrtp        54     54
nand2        34     34
o21ai        13     13
clkbuf        3     10
inv          12     12
nor2         23     23
xnor2        18     18
nand3        17     17
ha            9      9
and3          9      9
xor2         12     12
## sequential cells by signal, summed over array words and instances, names as in the netlist, named ones only
signal and flops:
startup_cnt 20, div_cnt 16, state 7, reg_idx 4, bit_idx 3, byte_idx 2, I2C_SCLK 1, nack_seen 1
## cells by family after synthesis
family | share of synthesized area
compound gates | 0.07012
xor+xnor | 0.09202
fa+ha+maj | 0.03944
buf+inv | 0.02936
flops | 0.5193
mux | 0.02804
other cells | 0.001313
simple gates | 0.2204
## how the worst min path moves through the flow
stage	slack, ps	cells past startpoint	from	to
6_report	470	1	startup_cnt[19]	startup_cnt[19]
5_1_grt	500	1	startup_cnt[19]	startup_cnt[19]
4_1_cts	470	1	startup_cnt[19]	startup_cnt[19]
## power groups by stage
stage	clock network (mW)	logic, mW	registers (mW)
final	0.338	0.00970	0.450
after CTS	0.351	0.0108	0.450
after global routing	0.374	0.0120	0.450
## routing by layer
metal	up-vias	track usage
met4	0	0.02879
met5	-	0
met3	9	0.02415
li1	959	-
met2	20	0.1984
met1	897	0.2546
## metrics by stage
step	instance area, um^2	util
2_1_floorplan	2855	-
3_3_place_gp	2972	0.4350
3_5_place_dp	2972	0.4350
4_1_cts	3132	0.4584
5_1_grt	3132	0.4584
6_report	3132	0.4584
## Yosys cell counts (all sizes together), types with 5 or more instances
library cell   n
inv           12
xor2          12
and3           9
o21ai         13
ha             9
nor4           5
dfrtp         54
nand2         34
mux2           5
dfstp          5
nand4          7
nor2          23
xnor2         18
a21oi          5
nand3         17
Power and IR drop assume default switching activity.
