--- flow/design.v ---
module distortion (
    input  wire signed [15:0] in_sample,
    input  wire [1:0]         mode,
    output reg  signed [15:0] out_sample
);
    function signed [31:0] abs32;
        input signed [31:0] x;
        begin
            if (x < 0)
                abs32 = -x;
            else
                abs32 = x;
        end
    endfunction
    function signed [15:0] sat16;
        input signed [31:0] x;
        begin
            if (x > 32'sd32767)
                sat16 = 16'sd32767;
            else if (x < -32'sd32768)
                sat16 = 16'sh8000;
            else
                sat16 = x[15:0];
        end
    endfunction
    reg signed [31:0] x;
    reg signed [31:0] x_gain;
    reg signed [31:0] y;
    reg signed [31:0] thr;
    reg signed [31:0] sgn;
    reg [31:0]        a;
    reg [31:0]        d;
    reg [31:0]        gate_thr;
    always @(*) begin
        x        = {{16{in_sample[15]}}, in_sample};
        x_gain   = 32'sd0;
        y        = 32'sd0;
        thr      = 32'sd32767;
        sgn      = 32'sd1;
        a        = 32'd0;
        d        = 32'd0;
        gate_thr = 32'd256;
        case (mode)
            2'b00: gate_thr = 32'd256;
            2'b01: gate_thr = 32'd512;
            2'b10: gate_thr = 32'd768;
            default: gate_thr = 32'd1024;
        endcase
        if (abs32(x) < gate_thr) begin
            out_sample = 16'sd0;
        end else begin
            case (mode)
                2'b00: begin
                    x_gain = x;
                    thr    = 32'sd32767;
                end
                2'b01: begin
                    x_gain = x <<< 1;
                    thr    = 32'sd20000;
                end
                2'b10: begin
                    x_gain = x <<< 2;
                    thr    = 32'sd13500;
                end
                default: begin
                    x_gain = x <<< 3;
                    thr    = 32'sd9000;
                end
            endcase
            if (x_gain < 0)
                sgn = -32'sd1;
            else
                sgn = 32'sd1;
            a = abs32(x_gain);
            if (mode == 2'b00) begin
                y = x_gain;
            end else if (a <= thr[31:0]) begin
                y = x_gain;
            end else if (a <= (thr <<< 1)) begin
                d = a - thr[31:0];
                y = sgn * (thr + (d >>> 2));
            end else begin
                y = sgn * (thr + (thr >>> 2));
            end
            out_sample = sat16(y);
        end
    end
endmodule
--- flow/run.sh ---
#!/bin/bash
# OpenROAD 26Q1-2900-gdf79404cd8, Yosys 0.63+post, stock flow scripts
make -C /OpenROAD-flow-scripts/flow DESIGN_CONFIG=/design/flow/config.mk WORK_HOME=/design/flow/orfs finish
--- flow/config.mk ---
export PLATFORM = sky130hd
export DESIGN_NAME = distortion
export DESIGN_NICKNAME = distortion
export VERILOG_FILES = /design/flow/design.v
export SDC_FILE = /design/flow/constraint.sdc
export NUM_CORES = 4
export LEC_CHECK = 1
export CORE_UTILIZATION = 40
--- flow/constraint.sdc ---
current_design distortion

set clk_period 15.5
set clk_io_pct 0.2

create_clock -name clk0 -period $clk_period

set non_clock_inputs [all_inputs -no_clocks]
set_input_delay [expr $clk_period * $clk_io_pct] -clock clk0 $non_clock_inputs
set_output_delay [expr $clk_period * $clk_io_pct] -clock clk0 [all_outputs]
==> notes.md <==
yosys + openroad results -> synthesized area=13000 um2, Max Slew Vio Count=0, CP bufs+invs=12, hold slack final=6.97 ns, Tmin final=18.42 ns, vias in the first global route=12000, GPL Wtd Cong=0.935, crit-path max cell delay=0.57 ns, Die H=182 um, worst endpoint data arrival time=15.32 ns, Hold Path Depth=5, first-pass GRT wire length=58.8 mm, Yosys warnings=1, Post-Route WL=34.5 mm, Crit. End Element=output pin, die area=33300 um2, Yosys cell types=91, initial antenna violation count=0, Reg area=0 um2, CP Capture Point=out_sample[10], chip area in the Yosys report=13000 um2, mean post-synth cell area=8.29 um2, Antenna Cells=0, layout cells sized above 1=30.9%, Std-Cell Rows=65, Overflow after GRT=0, Synth area leader=fa_1, count leader, synth=inv_1, setup ws final=-2.92 ns, # fillers=2770, crit path max-delay cell type=fa_2, # DRC=0, Port Buffer Count=34, initial DRC count=608, Worst Tran Pin Value=0.682 ns, final hold viol count=0, top cells by count=inv_1 (316), ha_1 (234), fa_1 (163), drt wl/cell=14.2 um, Finish-stage setup viols=16, CP Depth=58, Synth Seq Share=0%, via count=12000, pin count of the biggest net entering global routing=36, crit share post-route=119%, clock buf count=0, Worst Path Max Fanout=6, Critical path origin=mode[1], Top-area cell share=25.1%, Top cells by area=fa_1 (25%), ha_1 (22%), inv_1 (9.1%), CP most frequent cell=fa_1, RSZ-0062 raised after global routing=true, Data required, critical path=12.40 ns, core box area=31800 um2, flip-flops=0, yosys cell count=1570, Post-Syn Instances=1570, min-delay worst type=input port to output pin, tool warnings=59, synth-to-layout area growth=35.6%, DIE WIDTH=182 um, gr usage total=22.6%, Min-Delay Startpoint=in_sample[0], violated checks=setup timing, vias per cell=4.94, Setup CP Type=input port to output pin, initial core utilization=40.9%, pre-CTS setup slack=-3.85 ns, Rel. slew slack=54.2%, critical path's top delay family=adder cells, maxcap violations=0, status=finished, violations left, CP Launch Type=input port, num ports=34, dpl hpwl=30.2 mm, Peak Freq=54.3 MHz, cts hold-fix bufs=0, Final ANT Viol Nets=0, first-pass detailed-route iteration total=5
timing repair:
item	CTS	global route
setup endpoints to repair	16	16
endpoints found under the hold margin	0	0
setup buffers	26	22
resized	123	58
pin swaps	76	81
cloned	2	0
worst min-delay path by stage:
stage / endpoint / slack (ns)
after CTS: out_sample[0] / 6.90
after global routing: out_sample[0] / 6.98
final: out_sample[0] / 6.97
worst min-delay path, delay by kind of cell:
kind	cells	cell delay [ns]
buf+inv	3	0.54
compound gates	1	0.07
simple gates	1	0.16
per-stage QoR:
| stage | setup TNS (ns) | instances | utilization (%) | instance area, um2 |
|---|---|---|---|---|
| after floorplan | -40.87 | 1570 | - | 13200 |
| after global placement | -59.46 | 2387 | 52.8 | 16800 |
| after detailed placement | -60.51 | 2387 | 52.8 | 16800 |
| after CTS | -45.69 | 2415 | 54.4 | 17300 |
| after global routing | -53.46 | 2436 | 55.5 | 17700 |
| final | -45.13 | 2436 | 55.5 | 17700 |
metal layers:
| layer | track usage, % | vias to the layer above | wire [um] |
|---|---|---|---|
| li1 | - | 6124 | - |
| met1 | 34.4 | 5685 | 16500 |
| met2 | 35.6 | 204 | 15800 |
| met4 | 2.89 | 0 | 573 |
| met5 | 0 | - | 0 |
| met3 | 3.70 | 30 | 1690 |
placed cells by master (no fill, tap or decap), types with 7 or more instances in the layout:
cell type	netlist	routed
a211oi_1	14	14
a21o_1	24	24
a21oi_1	88	74
a21oi_2	10	22
a222oi_1	9	9
a31oi_1	8	7
buf_2	4	16
buf_4	0	425
buf_6	7	12
clkdlybuf4s50_1	0	12
fa_1	163	156
fa_2	0	7
ha_1	234	218
ha_4	0	15
inv_1	316	297
inv_2	2	19
mux2i_1	14	14
nand2_1	95	88
nand2_2	1	7
nand2b_1	16	15
nand3_1	19	19
nand4_1	8	8
nor2_1	66	60
nor2b_1	14	13
nor3_1	29	26
o211ai_1	12	12
o21a_1	27	26
o21ai_0	60	52
o21bai_1	9	9
o31ai_1	8	7
or3_1	7	7
xnor2_1	107	98
xnor2_2	2	9
xor2_1	35	33
kinds of logic after synthesis:
family / Yosys count / share of synthesized area, %
compound gates: 340 / 18.2
xor+xnor: 144 / 9.80
fa+ha+maj: 401 / 47.9
buf+inv: 363 / 11.0
mux: 17 / 1.34
other cells: 1 / 0.0288
simple gates: 304 / 11.7
area by class of cell:
| cell class | count | area [um2] | area share [%] |
|---|---|---|---|
| inverter | 318 | 1200 | 6.80 |
| multi-input combinational | 1207 | 12200 | 69.1 |
| tap | 435 | 544 | 3.08 |
| timing repair buffer | 476 | 3700 | 21.0 |
