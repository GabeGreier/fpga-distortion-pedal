==> flow/design.v <==
module lcd_hd44780 (
    input  wire       clk,         
    input  wire       reset_n,     
    input  wire [1:0] mode,
    output reg  [7:0] LCD_DATA,
    output reg        LCD_EN,
    output reg        LCD_RS,
    output reg        LCD_RW,
    output reg        LCD_ON,
    output reg        LCD_BLON
);
    localparam integer WAIT_15MS   = 750_000;    
    localparam integer WAIT_40US   = 2_000;      
    localparam integer WAIT_2MS    = 100_000;    
    localparam integer E_PULSE     = 50;         
    localparam integer REFRESH_100MS = 5_000_000;  
    localparam [3:0]
        ST_RESET_WAIT   = 4'd0,
        ST_FUNC_SET     = 4'd1,
        ST_DISP_OFF     = 4'd2,
        ST_CLEAR        = 4'd3,
        ST_ENTRY        = 4'd4,
        ST_DISP_ON      = 4'd5,
        ST_ADDR_LINE1   = 4'd6,
        ST_WRITE_LINE1  = 4'd7,
        ST_ADDR_LINE2   = 4'd8,
        ST_WRITE_LINE2  = 4'd9,
        ST_IDLE         = 4'd10,
        ST_SEND_SETUP   = 4'd11,
        ST_SEND_EHIGH   = 4'd12,
        ST_SEND_WAIT    = 4'd13;
    reg [3:0]  state, return_state;
    reg [31:0] cnt;
    reg [31:0] post_wait;
    reg        send_is_data;
    reg [7:0]  send_byte;
    reg [5:0]  char_idx;           
    reg [1:0]  last_mode;
    reg [22:0] refresh_cnt;
    function [7:0] char_at;
        input [5:0] idx;
        input [1:0] m;
        begin
            if (idx < 16) begin
                case (idx)
                    0:  char_at = "F";
                    1:  char_at = "P";
                    2:  char_at = "G";
                    3:  char_at = "A";
                    4:  char_at = " ";
                    5:  char_at = "D";
                    6:  char_at = "I";
                    7:  char_at = "S";
                    8:  char_at = "T";
                    9:  char_at = "O";
                    10: char_at = "R";
                    11: char_at = "T";
                    12: char_at = "I";
                    13: char_at = "O";
                    14: char_at = "N";
                    15: char_at = " ";
                    default: char_at = " ";
                endcase
            end else begin
                case (idx[3:0])
                    0: char_at = "M";
                    1: char_at = "O";
                    2: char_at = "D";
                    3: char_at = "E";
                    4: char_at = ":";
                    5: char_at = " ";
                    6: begin
                        case (m)
                            2'b00: char_at = "C";  
                            2'b01: char_at = "L";  
                            2'b10: char_at = "N";  
                            2'b11: char_at = "H";  
                        endcase
                    end
                    7: begin
                        case (m)
                            2'b00: char_at = "L";
                            2'b01: char_at = "I";
                            2'b10: char_at = "O";
                            2'b11: char_at = "E";
                        endcase
                    end
                    8: begin
                        case (m)
                            2'b00: char_at = "E";
                            2'b01: char_at = "G";
                            2'b10: char_at = "R";
                            2'b11: char_at = "A";
                        endcase
                    end
                    9: begin
                        case (m)
                            2'b00: char_at = "A";
                            2'b01: char_at = "H";
                            2'b10: char_at = "M";
                            2'b11: char_at = "V";
                        endcase
                    end
                    10: begin
                        case (m)
                            2'b00: char_at = "N";
                            2'b01: char_at = "T";
                            2'b10: char_at = "A";
                            2'b11: char_at = "Y";
                        endcase
                    end
                    11: begin
                        case (m)
                            2'b00: char_at = " ";
                            2'b01: char_at = " ";
                            2'b10: char_at = "L";
                            2'b11: char_at = " ";
                        endcase
                    end
                    12: char_at = " ";
                    13: char_at = " ";
                    14: char_at = " ";
                    15: char_at = " ";
                    default: char_at = " ";
                endcase
            end
        end
    endfunction
    always @* begin
        LCD_ON   = 1'b1;    
        LCD_BLON = 1'b1;    
    end
    always @(posedge clk) begin
        if (!reset_n) begin
            state        <= ST_RESET_WAIT;
            return_state <= ST_RESET_WAIT;
            cnt          <= 32'd0;
            LCD_EN       <= 1'b0;
            LCD_RS       <= 1'b0;
            LCD_RW       <= 1'b0;
            LCD_DATA     <= 8'h00;
            char_idx     <= 6'd0;
            last_mode    <= 2'b00;
            post_wait    <= 32'd0;
            send_is_data <= 1'b0;
            send_byte    <= 8'h00;
            refresh_cnt  <= 23'd0;
        end else begin
            case (state)
                ST_RESET_WAIT: begin
                    if (cnt >= WAIT_15MS) begin
                        cnt   <= 32'd0;
                        state <= ST_FUNC_SET;
                    end else begin
                        cnt <= cnt + 32'd1;
                    end
                end
                ST_FUNC_SET: begin
                    send_is_data <= 1'b0; send_byte <= 8'h38; post_wait <= WAIT_40US;
                    return_state <= ST_DISP_OFF; state <= ST_SEND_SETUP;
                end
                ST_DISP_OFF: begin
                    send_is_data <= 1'b0; send_byte <= 8'h08; post_wait <= WAIT_40US;
                    return_state <= ST_CLEAR; state <= ST_SEND_SETUP;
                end
                ST_CLEAR: begin
                    send_is_data <= 1'b0; send_byte <= 8'h01; post_wait <= WAIT_2MS;
                    return_state <= ST_ENTRY; state <= ST_SEND_SETUP;
                end
                ST_ENTRY: begin
                    send_is_data <= 1'b0; send_byte <= 8'h06; post_wait <= WAIT_40US;
                    return_state <= ST_DISP_ON; state <= ST_SEND_SETUP;
                end
                ST_DISP_ON: begin
                    send_is_data <= 1'b0; send_byte <= 8'h0C; post_wait <= WAIT_40US;
                    return_state <= ST_ADDR_LINE1; state <= ST_SEND_SETUP;
                end
                ST_ADDR_LINE1: begin
                    char_idx     <= 6'd0;
                    send_is_data <= 1'b0; send_byte <= 8'h80; post_wait <= WAIT_40US;  
                    return_state <= ST_WRITE_LINE1; state <= ST_SEND_SETUP;
                end
                ST_WRITE_LINE1: begin
                    send_is_data <= 1'b1; send_byte <= char_at(char_idx, mode); post_wait <= WAIT_40US;
                    if (char_idx == 6'd15) begin
                        return_state <= ST_ADDR_LINE2;
                        state <= ST_SEND_SETUP;
                    end else begin
                        char_idx <= char_idx + 6'd1;
                        return_state <= ST_WRITE_LINE1;
                        state <= ST_SEND_SETUP;
                    end
                end
                ST_ADDR_LINE2: begin
                    char_idx     <= 6'd16;
                    send_is_data <= 1'b0; send_byte <= 8'hC0; post_wait <= WAIT_40US;  
                    return_state <= ST_WRITE_LINE2; state <= ST_SEND_SETUP;
                end
                ST_WRITE_LINE2: begin
                    send_is_data <= 1'b1; send_byte <= char_at(char_idx, mode); post_wait <= WAIT_40US;
                    if (char_idx == 6'd31) begin
                        last_mode    <= mode;
                        return_state <= ST_IDLE;
                        state <= ST_SEND_SETUP;
                    end else begin
                        char_idx <= char_idx + 6'd1;
                        return_state <= ST_WRITE_LINE2;
                        state <= ST_SEND_SETUP;
                    end
                end
                ST_IDLE: begin
                    if (mode != last_mode) begin
                        refresh_cnt <= 23'd0;
                        state <= ST_ADDR_LINE2;
                    end else if (refresh_cnt >= REFRESH_100MS-1) begin
                        refresh_cnt <= 23'd0;
                        state <= ST_ADDR_LINE2;
                    end else begin
                        refresh_cnt <= refresh_cnt + 23'd1;
                    end
                end
                ST_SEND_SETUP: begin
                    LCD_RS   <= send_is_data;
                    LCD_RW   <= 1'b0;         
                    LCD_DATA <= send_byte;
                    LCD_EN   <= 1'b0;
                    cnt      <= 32'd0;
                    state    <= ST_SEND_EHIGH;
                end
                ST_SEND_EHIGH: begin
                    if (cnt >= E_PULSE) begin
                        LCD_EN <= 1'b0;
                        cnt    <= 32'd0;
                        state  <= ST_SEND_WAIT;
                    end else begin
                        LCD_EN <= 1'b1;
                        cnt    <= cnt + 32'd1;
                    end
                end
                ST_SEND_WAIT: begin
                    if (cnt >= post_wait) begin
                        cnt   <= 32'd0;
                        state <= return_state;
                    end else begin
                        cnt <= cnt + 32'd1;
                    end
                end
                default: state <= ST_RESET_WAIT;
            endcase
        end
    end
endmodule
==> flow/run.sh <==
#!/bin/bash
# OpenROAD 26Q1-2900-gdf79404cd8, Yosys 0.63+post, stock flow scripts
make -C /OpenROAD-flow-scripts/flow DESIGN_CONFIG=/design/flow/config.mk WORK_HOME=/design/flow/orfs finish
==> flow/config.mk <==
export PLATFORM = sky130hd
export DESIGN_NAME = lcd_hd44780
export DESIGN_NICKNAME = lcd_hd44780
export VERILOG_FILES = /design/flow/design.v
export SDC_FILE = /design/flow/constraint.sdc
export NUM_CORES = 4
export LEC_CHECK = 1
export CORE_UTILIZATION = 50
==> flow/constraint.sdc <==
current_design lcd_hd44780

set clk_period 6.6
set clk_io_pct 0.2

create_clock -name clk0 -period $clk_period [get_ports {clk}]

set non_clock_inputs [all_inputs -no_clocks]
set_input_delay [expr $clk_period * $clk_io_pct] -clock clk0 $non_clock_inputs
set_output_delay [expr $clk_period * $clk_io_pct] -clock clk0 [all_outputs]
==> results.tsv <==
metric	value	unit
status	completed	
DRC Markers	0	
Netlist Area Pre-Place	6100	µm²
Routed Antenna Nets	0	
CTS sink cnt	100	
drt wl/cell	15.6	µm
clk root buf	clkbuf_16	
Final min period	3.61	ns
Tcrit/Tclk final	54.7	%
clock-pin slew of the registers on the worst-case setup and hold paths	0.07	ns
Final Wtd Congestion	0.871	
yosys cell count	769	
Die H	112	µm
drt first pass iters	7	
fmax	277	MHz
final WL	14100	µm
Max rail drop VDD	0.000199	V
dpl hpwl	9720	µm
Hold Fails Final Rpt	0	
synthesis warning total	1	
Register-to-Register Path Depth	10	
Post-synth seq share	32.8	%
Post-CTS Setup Inserts	0	
Power Dens Cells	302	nW/µm²
number of global-route vias before repair	4802	
first-pass GRT wire length	23800	µm
YS chip area	6100	µm²
final setup TNS	0	ns
number of DRC markers in iteration 0	389	
Post-synth ARST share	0	%
mux share	2.40	%
grt ovf	0	
global-route usage over all layers	23.7	%
Leak	2.50	nW
Yosys reg bits	100	
fillcell total	1043	
Max H-tree Level	3	
PostCTS Resize Cnt	0	
number of enable flip-flop cells	0	
CP Launch Point	reset_n	
pin count of the biggest net entering global routing	43	
worst slack, placed	2.62	ns
Final setup viols	0	
max cap viols	0	
Cells after DPL	890	
vias	5367	
Crit Reg-Reg Startpoint	char_idx[0]	
core box area	11700	µm²
CTS tree	yes	
most frequent cells in the layout	nand2_1, dfxtp_1, nor2_1, a21oi_1, o21ai_0	
top cells by area	dfxtp_1, nand2_1, ha_1, nor2_1, o221ai_2	
Area growth, synth to finish	7.30	%
RSZ-0062 raised after global routing	no	
I/O pins	17	
Die X	112	µm
Floorplan Utilization	52.3	%
warning total across the stage logs	40	
Slew @ Worst Pin	0.881	ns
final count of pins violating max slew	0	
Max Clock Skew	0.00868	ns
yosys aoi share	22.9	%
clock tree buffer depth	2	
std cell rows	39	
Yosys cell types	80	
Top non-seq family	simple AND/OR/NAND/NOR gates	
Hold Crit Class	reg -> reg	
share of layout cells above drive strength 1	8.52	%
syn_area_per_cell	7.94	µm²
initial antenna violation count	0	
XOR Share, Synth	1.58	%
FF-to-FF setup slack	3.21	ns
Most common reg cell	dfxtp_1	
Max-area cell share	32.8	%
Rel. slew slack	41.3	%
startpoint class of the critical path	input pin	
Crit Path Max Fanout	42	
Crit. End Element	register	
final setup margin	2.99	ns
Basic Gates by Area	28.0	%
Post-Synthesis Cells	769	
cell type with the largest total area	dfxtp_1	
die area	12700	µm²
crit path DRT	6.84	ns
critical path arrival	3.85	ns
Setup Crit Path Kind	in -> reg	
number of port buffers	13	
Worst-Skew Late Latency	0.35	ns
Via-to-Cell Ratio	5.92	
TritonCTS Buffers	9	
post-route insts no fill	906	
Adder-Cell Fraction of Synth Area	5.95	%
diode count	0	
most frequent logic cell in the layout	nand2_1	
Hold Buf Count CTS	0	
-- how the worst min path moves through the flow --
stage        endpoint  slack (ns)  cells after the start    startpoint
4_1_cts   LCD_DATA[6]        0.46                      2  send_byte[6]
5_1_grt   LCD_DATA[6]        0.47                      2  send_byte[6]
6_report  LCD_DATA[6]        0.46                      2  send_byte[6]
-- worst max-delay path: stages --
cell,delay [ns]
clkdlybuf4s50_1,0.45
buf_4,0.42
nand3_1,0.34
nor4_1,0.52
nor2_4,0.12
inv_2,0.12
ha_1,0.22
nor4_1,0.08
a221o_1,0.26
-- final cells by class --
cell class	instances	area, µm²	area share [%]
Timing Repair Buffer	22	198	3.02
Inverter	38	143	2.18
Multi-Input combinational cell	587	3730	57.0
Clock inverter	6	53.8	0.822
Tap cell	143	179	2.73
Sequential cell	100	2000	30.6
Clock buffer	10	239	3.65
-- kinds of logic after synthesis --
| logic type | after synthesis |
|---|---|
| and+or+nand+nor | 338 |
| other | 2 |
| xor gates and xnor gates | 11 |
| buffers and inverters | 83 |
| AOI/OAI and AO/OA | 192 |
| muxes | 14 |
| DFF | 100 |
| adders and majority gates | 29 |
-- metrics by stage --
step,power [W],cell area (µm²),util (%),hold WS (ns)
2_1_floorplan,0.00132,6110,-,0.422
3_3_place_gp,0.00145,6260,53.6,0.444
3_5_place_dp,0.00146,6260,53.6,0.452
4_1_cts,0.00199,6550,56.2,0.460
5_1_grt,0.00211,6550,56.2,0.471
6_report,0.00198,6550,56.2,0.461
-- synth_stat cells, types with 4 or more instances --
master	instances
a211oi_1	7
a21o_1	7
a21oi_1	45
a22o_1	6
a22oi_1	6
a31oi_1	8
and2_1	22
and3_1	21
and4_1	6
buf_2	9
buf_4	6
buf_6	4
clkbuf_1	23
dfxtp_1	100
ha_1	29
inv_1	37
mux2i_1	11
nand2_1	111
nand2b_1	5
nand3_1	30
nand3b_1	4
nand4_1	14
nor2_1	67
nor2b_1	7
nor3_1	18
nor4_1	7
o211ai_1	7
o21a_1	6
o21ai_0	38
o21ai_1	7
o221ai_1	7
o221ai_2	16
o22ai_1	4
o31ai_1	4
xnor2_1	8
-- power breakdown --
part	internal, W	switching, W	leakage, nW
clock network	0.000273	0.000248	0.142
registers	0.000667	0.0000725	0.809
logic	0.000249	0.000466	1.55
-- registers in the layout, summed over array words and instances (netlist names), named ones only --
| name | flops |
|---|---|
| LCD_DATA | 8 |
| LCD_EN | 1 |
| LCD_RS | 1 |
| char_idx | 6 |
| cnt | 32 |
| last_mode | 2 |
| post_wait | 3 |
| refresh_cnt | 23 |
| return_state | 4 |
| send_byte | 8 |
| send_is_data | 1 |
| state | 4 |
-- routing by layer --
metal	track usage, %	share of wire, %	wire (µm)	vias up
met5	0	0	0	-
met4	1.87	0.93	131	0
met3	3.63	4.3	615	11
met2	37.3	45	6300	109
met1	36.9	50	7100	2518
li1	-	-	-	2729
Power and IR drop assume default switching activity.
